$ cat /design/flow/config.mk
export PLATFORM = sky130hd
export DESIGN_NAME = fifo_01
export DESIGN_NICKNAME = fifo_01
export VERILOG_FILES = /design/flow/design.v
export SDC_FILE = /design/flow/constraint.sdc
export NUM_CORES = 4
export LEC_CHECK = 1
export CORE_AREA = 10 10 70 70
export DIE_AREA = 0 0 80 80
$ cat /design/flow/constraint.sdc
current_design fifo_01

set clk_period 1.9
set clk_io_pct 0.2

create_clock -name clk0 -period $clk_period [get_ports {clk}]

set non_clock_inputs [all_inputs -no_clocks]
set_input_delay [expr $clk_period * $clk_io_pct] -clock clk0 $non_clock_inputs
set_output_delay [expr $clk_period * $clk_io_pct] -clock clk0 [all_outputs]
$ cat /design/flow/design.v
module fifo_01(clk,rstp,din,readp,writep,dout,emptyp,fullp);
	input clk;		 
	input rstp;		 
	input [15:0] din;	 
	input readp;		 
	input writep;		 
	output [15:0] dout;	 
	output emptyp;		 
	output fullp;		 
	parameter DEPTH=2,MAX_COUNT=2'b11;
	reg [15:0] dout;
	reg emptyp;
	reg fullp;
	reg [(DEPTH-1):0] tail;		 
	reg [(DEPTH-1):0] head;		 
	reg [(DEPTH-1):0] count;	 
	reg [15:0] fifomem[0:MAX_COUNT];  
	always@(posedge clk)
	begin
		if(rstp == 1)
			dout <= 0;
		else if(readp==1 && emptyp==0)
			dout <= fifomem[tail];
	end
	always@(posedge clk)
	begin
		if(rstp==1 && writep==1 && fullp==0)
			fifomem[head] <= din;
	end
	always@(posedge clk)
	begin
		if(rstp == 1)
			head <= 0;
		else if(writep==1 && fullp==0)
			head <= head + 1;
	end
	always@(posedge clk)
	begin
		if(rstp == 1)
			tail <= 0;
		else if(readp==1 && emptyp==0)
			tail <= tail + 1;
	end	
	always@(posedge clk)
	begin
		if(rstp == 1)
			count <= 0;
		else 
			case({readp,writep})
			2'b00:
				count <= count;
			2'b01:
				if(count != MAX_COUNT)
					count <= count + 1;
			2'b10:
				if(count != 0)
					count <= count - 1;
			2'b11:
				count <= count;
			endcase
	end
	always@(count)
	begin
		if(count == 0)
			emptyp <= 1;
		else
			emptyp <= 0;
	end
	always@(count)
	begin
		if(count == MAX_COUNT)
			tail <= 1;
		else 
			tail <= 0;
	end
endmodule 
$ cat /design/flow/run.sh
#!/bin/bash
# OpenROAD 26Q1-2900-gdf79404cd8, Yosys 0.63+post, stock flow scripts
make -C /OpenROAD-flow-scripts/flow DESIGN_CONFIG=/design/flow/config.mk WORK_HOME=/design/flow/orfs finish
==> reports/metrics.json <==
{
  "pwr": {
    "design_power_total_mw": 0.1612,
    "total_leakage_power_nw": 0.1255,
    "pwr_density_cell_nw_per_um2": 541.2,
    "vdd_drop_max_uv": 89.90
  },
  "critical_path": {
    "cp.required_ns": 1.52,
    "timing.setup.critical_path_class": "reg2out",
    "endpoint_kind": "output pin",
    "timing.critical_path.from_type": "register",
    "cpMaxStageDelayCell": "sky130_fd_sc_hd__clkdlybuf4s50_1",
    "slowest_delay_ns": 0.46,
    "crit_chain": "nor2_1, clkdlybuf4s50_1",
    "cp_data_arrival_time_ns": 1.12,
    "worst-path-max-fanout": 5
  },
  "final_layout": {
    "syn_to_final_growth_pct": 21.43,
    "largest_register_ff_count": 2,
    "fin_cells": 84,
    "biggestRegsByFlops": "count (2)",
    "post_route_cells_drive_above_1_share_pct": 10.53,
    "max_flop_register": "count"
  },
  "final_timing": {
    "timing.setup.tns_ns": 0,
    "final-hold-violation-count": 0,
    "clock-skew-final_ns": 0.003361,
    "slew_violations": 0,
    "setup_viol": 0,
    "min_period_over_period_pct": 78.72,
    "timing.fmax_mhz": 668.6,
    "rsz0062_at_grt": "no",
    "min_period_ns": 1.496
  },
  "grt": {
    "grt_pass1_vias": 180,
    "grt_util_all_layers_pct": 1.364,
    "overflow": 0,
    "grt_use_met1_pct": 1.721,
    "globalRouteMet2Util_pct": 1.525,
    "grt_start_max_net_pins": 6,
    "global_route_wire_length_before_repair_um": 752,
    "groute.layer.met3.usage_pct": 1.023,
    "grt_most_used_layer": "met1",
    "antenna_violations_before_repair": 0
  },
  "synth": {
    "synthCells": 32,
    "synth_sequential_area_ratio_pct": 16.33,
    "ys_types": 12,
    "postSynthAreaPerCell_sq_um": 7.664,
    "synth.yosys.num_cells": 32,
    "yosysChipArea_sq_um": 245.2,
    "ys_warn_count": 5,
    "yosys_register_bits": 2,
    "synth.cell_area_sq_um": 245.2
  },
  "job": {
    "warning_count": 41,
    "cap_viol_max_count": 0
  },
  "detailed_routing": {
    "antenna_cells": 0,
    "routed_len_inst_um": 5.774,
    "drtIter0Drc": 2,
    "avgViaCountPerCell": 1.940,
    "routed_wirelength_um": 485,
    "route.antenna.remaining_nets": 0,
    "drc": 0,
    "detailedRoute.firstPassIterationCount": 2,
    "vias": 163
  },
  "clocking": {
    "clockBufferDepth": 2,
    "clk_pin_slew_ns": 0.03,
    "clock_network_latency_to_the_later_pin_of_the_worst_skew_pair_ns": 0.22,
    "post_cts_resize_count": 0,
    "total_setup_buffers_inserted_after_cts": 0,
    "holdBufCountCts": 0,
    "tritoncts": "done",
    "htree_levels": 1,
    "cts_root_cell": "sky130_fd_sc_hd__clkbuf_4",
    "cts_inserted_buffers": 3,
    "numClockSinks": 2
  },
  "die": {
    "placeableCoreArea_sq_um": 3416,
    "die_width_um": 80,
    "die-height_um": 80,
    "initial_core_util_pct": 7.179,
    "area_enclosed_by_the_die_boundary_sq_um": 6400,
    "boundaryPins": 38,
    "rows": 21
  },
  "placed_design": {
    "detailed_place_hpwl_um": 406.5,
    "place.detailed.instances": 81,
    "finalWeightedCongestion": 0.6418,
    "io_buffers": 4
  },
  "hold_path": {
    "hold_path.class": "reg2reg"
  },
  "run_status": {
    "status": "complete, no violations"
  }
}
-- where the power goes --
group	total (mW)	internal [mW]	switching, mW
logic	0.0224	0.0140	0.00838
clock network	0.0922	0.0695	0.0227
registers	0.0465	0.0443	0.00218
-- worst max-delay path, delay by kind of cell, from the launching register on --
family / cells / cell delay [ns]
flip-flops: 1 / 0.33
buffers and inverters: 1 / 0.46
AND/OR/NAND/NOR: 1 / 0.09
-- placed cells by master (no fill, tap or decap), drive strengths merged --
cell type and n:
mux2i 1, conb 17, and2b 1, clkbuf 3, nor3b 1, clkdlybuf4s50 4, a21oi 2, inv 1
o21ai 3, and2 1, dfxtp 2, xnor2 1, nor2 1
-- final timing paths --
check | from | end | slack (ns) | cells after the start
hold reg to reg | count[1] | count[0] | 0.50 | 2
setup / recovery | count[0] | emptyp | 0.40 | 2
setup reg to reg | count[0] | count[0] | 1.07 | 3
hold / removal | count[1] | count[0] | 0.50 | 2
-- kinds of logic (layout without fill, tap and decap cells) --
group	after synthesis	after routing	synth area share, %
buffers and inverters	18	8	53.57
AOI/OAI and AO/OA	5	5	10.20
xor gates and xnor gates	1	1	3.572
and+or+nand+nor	4	4	10.72
muxes	1	1	4.082
DFF	2	2	16.33
other	1	17	1.529
-- cell type report --
class                   instances  area (sq um)
flip-flops and latches          2         40.04
inverters                       1         3.754
fillers                       412          3118
clock buffers                   3         22.52
well taps                      46         57.56
repair buffers                  4         40.04
multi-input cells              28         133.9
-- layer usage --
metal / part of all wire (%) / up-vias / wire length (um)
met5: 0 / - / 0
met3: 12 / 2 / 60
met2: 40 / 14 / 192
met1: 44 / 68 / 213
met4: 3.9 / 0 / 19
li1: - / 79 / -
-- Yosys cell counts --
cell type | count | area share (%)
sky130_fd_sc_hd__and2_1 | 1 | 2.6
sky130_fd_sc_hd__buf_4 | 17 | 52
sky130_fd_sc_hd__nor2_1 | 1 | 1.5
sky130_fd_sc_hd__and2b_2 | 1 | 3.6
sky130_fd_sc_hd__o21ai_0 | 3 | 6.1
sky130_fd_sc_hd__inv_1 | 1 | 1.5
sky130_fd_sc_hd__nor3b_1 | 1 | 3.1
sky130_fd_sc_hd__a21oi_1 | 2 | 4.1
sky130_fd_sc_hd__dfxtp_1 | 2 | 16
sky130_fd_sc_hd__conb_1 | 1 | 1.5
sky130_fd_sc_hd__xnor2_1 | 1 | 3.6
sky130_fd_sc_hd__mux2i_1 | 1 | 4.1
-- per-stage QoR --
step	cell area, sq um	worst slack (ns)	utilization (%)	hold slack [ns]
2_1_floorplan	305.3	1.009	-	0.4491
3_3_place_gp	275.3	0.4195	8.059	0.5050
3_5_place_dp	275.3	0.3970	8.059	0.4949
4_1_cts	297.8	0.3822	8.718	0.4958
5_1_grt	297.8	0.3189	8.718	0.5256
6_report	297.8	0.4044	8.718	0.4954
Power figures rest on the tool's default switching activity, not on a simulated workload.
