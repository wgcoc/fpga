==> flow/run.sh <==
#!/bin/bash
# OpenROAD 26Q1-2900-gdf79404cd8, Yosys 0.63+post, stock flow scripts
make -C /OpenROAD-flow-scripts/flow DESIGN_CONFIG=/design/flow/config.mk WORK_HOME=/design/flow/orfs finish
==> flow/design.v <==
module fifo_async_02 (rdata,wfull,rempty,wdata,winc,wclk,wrst_n,rinc,rclk,rrst_n);
	parameter DSIZE = 8;
	parameter ASIZE = 4;
	output [DSIZE-1:0] rdata;
	output             wfull;
	output             rempty;
	input  [DSIZE-1:0] wdata;
	input              winc,wclk,wrst_n;
	input              rinc,rclk,rrst_n;
	reg                 wfull,rempty;
	reg    [ASIZE:0]    wptr,rptr,wq2_rptr,rq2_wptr,wq1_rptr,rq1_wptr;
	reg    [ASIZE:0]    rbin,wbin;
	reg    [DSIZE-1:0]  mem[0:(1<<ASIZE)-1];
	wire   [ASIZE-1:0]  waddr,raddr;
	wire   [ASIZE:0]    rgraynext, rbinnext,wgraynext,wbinnext;
	wire                rempty_val,wfull_val;
	assign rdata = mem[raddr];
	always@(posedge wclk)
	begin
		if(winc && !wfull) mem[waddr] <= wdata;
	end
	always@(posedge wclk or negedge wrst_n)
	begin
		if(!wrst_n) {wq2_rptr,wq1_rptr} <= 0;
		else        {wq2_rptr,wq1_rptr} <= {wq1_rptr,rptr};
	end
	always@(posedge rclk or negedge rrst_n)
	begin
		if(!rrst_n) {rq2_wptr,rq1_wptr} <= 0;
		else        {rq2_wptr,rq1_wptr} <= {rq1_wptr,wptr};
	end
	always@(posedge rclk or negedge rrst_n)  
	begin
		if(!rrst_n) {rbin,rptr} <= 0;
		else        {rbin,rptr} <= {rbinnext, rgraynext};
	end
	assign raddr = rbin[ASIZE-1:0];
	assign rbinnext = rbin + (rinc & ~rempty);
	assign rgraynext = (rbinnext>>1) ^ rbinnext;
	assign rempty_val = (rgraynext == rq2_wptr);
	always @(posedge rclk or negedge rrst_n)
	begin
		if(!rrst_n) rempty <= 1'b1;
		else        rempty <= rempty_val;
	end
	always@(posedge wclk or negedge wrst_n)  
	begin
		if(!wrst_n) {wbin, wptr} <= 0;
		else        {wbin, wptr} <= {wbinnext, wgraynext};
	end
	assign waddr = wbin[ASIZE-1:0];
	assign wbinnext = wbin + (winc & ~wfull);
	assign wgraynext = (wbinnext>>1) ^ wbinnext;
	assign wfull_val = (wgraynext=={~wq2_rptr[ASIZE:ASIZE-1], wq2_rptr[ASIZE-2:0]});
	always@(posedge wclk or negedge wrst_n)
	begin
		if(!wrst_n) wfull <= 1'b0;
		else        wfull <= wfull_val;
	end
endmodule 
==> flow/config.mk <==
export PLATFORM = sky130hd
export DESIGN_NAME = fifo_async_02
export DESIGN_NICKNAME = fifo_async_02
export VERILOG_FILES = /design/flow/design.v
export SDC_FILE = /design/flow/constraint.sdc
export NUM_CORES = 4
export LEC_CHECK = 1
export CORE_UTILIZATION = 30
==> flow/constraint.sdc <==
current_design fifo_async_02

set clk_period 6.3
set clk_io_pct 0.2

create_clock -name clk0 -period $clk_period [get_ports {rclk}]
create_clock -name clk1 -period $clk_period [get_ports {wclk}]

set non_clock_inputs [all_inputs -no_clocks]
set_input_delay [expr $clk_period * $clk_io_pct] -clock clk0 $non_clock_inputs
set_output_delay [expr $clk_period * $clk_io_pct] -clock clk0 [all_outputs]
==> reports/results.ini <==
[critical_path]
crit_path_start=rbin[0]
r2r_slack_ps=3750
critPathCapture=rdata[3]
required_ps=5040
critical_path.reg2reg.endpoint=rempty
cp_max_fo=28
worst_r2r_path_depth=8
r2r-start=rempty
crit_path_end_kind=output pin
arrival_time_at_the_worst_endpoint_ps=2740
critical_path_class=register to output pin
timing.critical_path.from_type=register

[detailed_routing]
overall_via_count_from_detail_route=2978
drt-vias-per-instance=4.66
detail_route.wirelength_um=12300
ant_nets=0
post_drt_wl_per_cell_um=19.3
drc=0
detail_route.iter0.violations=292
first_pass_iters=4
num_antenna_cells=0

[synthesis]
synth.area.top_cells=sky130_fd_sc_hd__edfxtp_1 61%, sky130_fd_sc_hd__dfrtp_1 15%, sky130_fd_sc_hd__mux4_2 14%, sky130_fd_sc_hd__xor2_1 1.9%, sky130_fd_sc_hd__xnor2_1 0.97%
syn-cell-area_sq_um=6350
synth_flops=168
yosys-stat-area_sq_um=6350
synth.yosys.warnings=1
synth-cells-yosys=301
post-synth-top-area-fraction=0.605
netlist_instances=301
yosysSeqAreaShare=0.763
netlist.top_cell.by_area=sky130_fd_sc_hd__edfxtp_1
number_of_distinct_library_cells_after_synthesis=30
synth_area_per_cell_sq_um=21.1

[final_layout]
finish.cell_count_without_fillers=639
lay_top_count=sky130_fd_sc_hd__edfxtp_1
leading_cell_types_in_the_layout_fill_and_taps_excluded=128 x sky130_fd_sc_hd__edfxtp_1, 40 x sky130_fd_sc_hd__mux4_2, 38 x sky130_fd_sc_hd__dfrtp_1
layout_cell_share_with_drive_strength_beyond_1=0.268
fillerInstances=1805
final_core_util=0.373
area_growth_syn_to_layout_pct=20.4
final_design_area_no_fill_sq_um=7640
mi_logic_area_sq_um=1440
seqCellArea_sq_um=4850

[final_timing]
fin_ws_ps=2300
timing.clock.skew_ps=10.4
grt_setup_unrepaired=false
worst_pin_slew_ps=837
finalMaxSlewViolations=0
setup_viol_count_final=0
hold_ws_ps=213
hold_viol_final=0
sum_of_negative_setup_slack_ps=0
slew_headroom=0.440

[floorplanning]
chipArea_sq_um=21800
std_cell_rows=52
coreArea_sq_um=20500
die.size.y_um=147
boundary_pins=24
initial_utilization=0.310
die-width_um=147

[grt]
grt_antenna_before_repair=1
pin_count_of_the_biggest_net_entering_global_routing=33
grt_overflow=0
grt_pass1_vias=3284
grt_pass1_wl_um=19300
grt.total_usage=0.129

[power_and_ir_drop]
powerDensity_nw_per_um2=472
vdd.ir_drop.worst_uv=171
power.static_leakage_nw=2.58
report.power.total_mw=3.61

[flow_run]
max_cap_viol=0
warnings=26

[run_status]
outcome=finished, final reports clean

[placed_design]
cell_area_reported_after_detailed_placement_sq_um=7020
io_buffers=22
detailedPlace.worstSlack_ps=2400
place_congestion=0.790
post-place-cells=603
dpl.hpwl_um=7530

[cts]
tritoncts=yes
cts.hold.buffers_added=0
cts.reportedPaths.clkPinSlew_ps=50
post-cts-setup-buffer-count=0
cts_num_sinks=168
postCtsResizedCells=0

[min_path]
hold_path.class=register to register

[worst min path at each step]
stage / from / to / slack (ps) / depth (start not counted)
5_1_grt: rptr[0] / wq1_rptr[0] / 200 / 0
4_1_cts: rptr[1] / wq1_rptr[1] / 200 / 0
6_report: rptr[1] / wq1_rptr[1] / 210 / 0
[sequential cells by signal (all words and copies together) (netlist names)]
register  flops
mem         128
rbin          4
rempty        1
rptr          5
rq1_wptr      5
rq2_wptr      5
wbin          4
wfull         1
wptr          5
wq1_rptr      5
wq2_rptr      5
[cell usage after synthesis, drive strengths merged]
cell	number
nor3	5
nand3	8
nand2b	6
edfxtp	128
dfrtp	39
and4b	1
nor2	14
a2111oi	1
o21ai	1
nand2	6
a22oi	1
inv	3
and4	1
ha	4
buf	5
or4	1
a211o	1
xor2	15
or3	3
nor2b	1
clkbuf	6
nand4	1
a31oi	1
xnor2	7
o211ai	1
dfstp	1
mux4	40
[power breakdown]
group	switching (mW)	leakage [nW]	internal (mW)
Sequential	0.138	1.63	1.42
Combinational	0.462	0.670	0.548
Clock	0.418	0.285	0.629
[worst max-delay path: stages (launching register included)]
cell                              delay, ps
sky130_fd_sc_hd__dfrtp_2                450
sky130_fd_sc_hd__buf_4                  510
sky130_fd_sc_hd__mux4_2                 580
sky130_fd_sc_hd__mux4_2                 520
sky130_fd_sc_hd__clkdlybuf4s50_1        420
[cell families (layout without fill, tap and decap cells)]
| logic type | after synthesis | in the layout | synth area share |
|---|---|---|---|
| DFF | 168 | 168 | 0.763 |
| and+or+nand+nor | 47 | 47 | 0.0380 |
| muxes | 40 | 40 | 0.142 |
| xor gates and xnor gates | 22 | 22 | 0.0315 |
| buffers and inverters | 14 | 82 | 0.00966 |
| AOI/OAI and AO/OA | 6 | 6 | 0.00788 |
| adders and majority gates | 4 | 4 | 0.00788 |
[routing by layer]
| metal | global-route usage | vias up | share of wire |
|---|---|---|---|
| met5 | 0.0136 | - | 0.0039 |
| met4 | 0.0216 | 4 | 0.015 |
| met3 | 0.0879 | 14 | 0.13 |
| met2 | 0.191 | 164 | 0.47 |
| met1 | 0.162 | 1481 | 0.38 |
| li1 | - | 1315 | - |
[final cells by class]
cell class	instances	share of cell area
Timing Repair Buffer	43	0.0494
Multi-Input combinational cell	119	0.189
Clock buffer	24	0.0675
Sequential cell	168	0.634
Clock inverter	12	0.0144
Inverter	3	0.00147
Tap cell	270	0.0442
Power and IR drop assume default switching activity.
