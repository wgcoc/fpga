==> /design/flow/design.v <==
module beh_fifo #(
	parameter DSIZE = 8,
	parameter ASIZE = 4
	)(
	output [DSIZE-1:0]	rdata, 
	output 		   		wfull, 
	output 		   		rempty, 
	input  [DSIZE-1:0] 	wdata, 
	input 		   		winc, wclk, wrst, 
	input 		   		rinc, rclk, rrst 
	);
	localparam MEMDEPTH = 1<<ASIZE; 
	reg [DSIZE-1:0] ex_mem [0:MEMDEPTH-1]; 
	reg [ASIZE:0] wptr, wrptr1, wrptr2, wrptr3; 
	reg [ASIZE:0] rptr, rwptr1, rwptr2, rwptr3; 
	always @(posedge wclk or posedge wrst)
	begin 
		if(wrst) begin 
			wptr <= 0; 
		end 
		else if(winc && !wfull) begin 
			ex_mem[wptr[ASIZE-1:0]] <= wdata; 
			wptr <= wptr + 1; 
		end
	end 
	always @(posedge wclk or posedge wrst) 
	begin 
		if(wrst) begin 
			{wrptr3, wrptr2, wrptr1} <= 0; 
		end 
		else begin
			{wrptr3, wrptr2, wrptr1} <= {wrptr2, wrptr1, rptr}; 
		end
	end
	always @(posedge rclk or posedge rrst) 
	begin 
		if(rrst) begin 
			rptr <= 0; 
		end 
		else if(rinc && !rempty) begin 
			rptr <= rptr+1; 
		end 
	end 
	always @(posedge rclk or posedge rrst) 
	begin 
		if(rrst) begin 
			{rwptr3, rwptr2, rwptr1} <= 0; 
		end 
		else begin 
			{rwptr3, rwptr2, rwptr1} <= {rwptr2, rwptr1, wptr}; 
		end 
	end 
	assign rdata  = ex_mem[rptr[ASIZE-1:0]]; 
	assign rempty = (rptr == rwptr3); 
	assign wfull  = ((wptr[ASIZE-1:0] == wrptr3[ASIZE-1:0]) && 
						  (wptr[ASIZE] != wrptr3[ASIZE]) ); 
endmodule 
==> /design/flow/run.sh <==
#!/bin/bash
# OpenROAD 26Q1-2900-gdf79404cd8, Yosys 0.63+post, stock flow scripts
make -C /OpenROAD-flow-scripts/flow DESIGN_CONFIG=/design/flow/config.mk WORK_HOME=/design/flow/orfs finish
==> /design/flow/config.mk <==
export PLATFORM = sky130hd
export DESIGN_NAME = beh_fifo
export DESIGN_NICKNAME = beh_fifo
export VERILOG_FILES = /design/flow/design.v
export SDC_FILE = /design/flow/constraint.sdc
export NUM_CORES = 4
export LEC_CHECK = 1
export CORE_UTILIZATION = 50
==> /design/flow/constraint.sdc <==
current_design beh_fifo

set clk_period 2.9
set clk_io_pct 0.2

create_clock -name clk0 -period $clk_period [get_ports {rclk}]
create_clock -name clk1 -period $clk_period [get_ports {wclk}]

set non_clock_inputs [all_inputs -no_clocks]
set_input_delay [expr $clk_period * $clk_io_pct] -clock clk0 $non_clock_inputs
set_output_delay [expr $clk_period * $clk_io_pct] -clock clk0 [all_outputs]
==> metrics.json <==
{
  "synth.area.mux_share": 0.0266,
  "grt_setup_unrepaired": "yes",
  "worstHoldPathType": "reg2reg",
  "fp_util": 0.515,
  "dp_cells": 599,
  "synth-cells-yosys": 403,
  "io-pin-count": 24,
  "setup.worst_path.class": "reg2out",
  "chip_area_estimate_from_yosys_synthesis_um2": 6530,
  "ys_sh_xor": 0.0240,
  "power-per-cell-area_nw_per_um2": 1100,
  "layout-drive-gt1-share": 0.277,
  "synth-seq-cells": 168,
  "timing.critical_path.cells": "inv_2, ha_2, buf_6, a22oi_1, a211oi_1, a221oi_2, nand3_1, clkdlybuf4s50_1",
  "post_layout_nonfiller_instances": 645,
  "cts_sinks": 168,
  "simple_gate_area_frac": 0.0607,
  "floorplan.die_area_um2": 13500,
  "timing.max_cap.violations": 0,
  "power_leakage_nw": 2.91,
  "peakVddDrop_mv": 0.618,
  "fillCellCount": 873,
  "final_hold_viol_count": 0,
  "synthAoiAreaFrac": 0.105,
  "highest_net_fanout_along_the_worst_path": 12,
  "antennaDiodeCount": 0,
  "antenna_left": 0,
  "run_status": "finished clean",
  "vias": 3712,
  "grt_pass1_wl_mm": 21.7,
  "detail_route.first_pass.iterations": 4,
  "crit_buf_inv": 3,
  "netlist_area_um2": 6530,
  "warnings": 33,
  "port_buffers": 22,
  "globalRouteTotalUtil": 0.246,
  "grt.overflow.total": 0,
  "worstSetupStartpointType": "register",
  "die-height_um": 116,
  "final.hold.worst_slack_ps": 292,
  "synth-main-ff-cell": "sky130_fd_sc_hd__edfxtp_1",
  "fin_setup_tns_ps": 0,
  "clock_tree_from_tritoncts": "yes",
  "synth_cell_types": 44,
  "dp.final_hpwl_mm": 8.95,
  "ys_seq_share": 0.742,
  "slew_headroom": 0.508,
  "edf_count": 128,
  "first_global_vias": 3798,
  "core_footprint_um2": 12700,
  "drcViolationCount": 0,
  "gate_count_post_synth": 403,
  "crit_end_element": "output port",
  "finalWirelength_mm": 14.5,
  "timing.critical_path.slowest_stage_cell": "sky130_fd_sc_hd__dfrtp_2",
  "fin_util": 0.642,
  "drv_slew": 0,
  "syn2layout_area_growth_pct": 24.7,
  "synthArstFlopShare": 0.238,
  "final.setup_skew_ps": 8.82,
  "timing.critical_path.max_delay_family": "buffers and inverters",
  "antenna_found_initial": 0,
  "tightestPinTransition_ps": 737,
  "detail_route.vias_per_cell": 5.76,
  "setup_violations": 0,
  "cts_hold_buffers": 0,
  "dieWidth_um": 116,
  "synth_adder_area_share": 0.0153,
  "critPathRequiredTime_ps": 2320,
  "synth.avg_cell_area_um2": 16.2,
  "maximum_number_of_pins_on_one_net_before_global_route_repair": 35,
  "rows": 41,
  "critical-path-max-stage-delay_ps": 460,
  "cp_data_arrival_time_ps": 2250,
  "detailedRoute.firstIterationViolations": 188,
  "synth.logic.top_family": "AND-OR/OR-AND gates",
  "gp_routability_congestion": 0.837,
  "wl_per_cell_um": 22.5,
  "yosys_warnings": 2,
  "clk_pin_slew_worst_paths_ps": 60
}
-- cell type report --
cell class,instances,area [um^2],area share
clock buffers,21,504,0.0619
clock inverters,15,190,0.0234
inverters,10,37.5,0.00461
multi-input cells,203,1770,0.217
flip-flops and latches,168,4850,0.596
well taps,172,215,0.0264
repair buffers,56,573,0.0704
-- logic make-up after synthesis --
logic type               after synthesis
multiplexers                          16
buffers and inverters                 32
AND/OR/NAND/NOR                       74
adder cells (fa/ha/maj)                8
XOR/XNOR                              17
AND-OR/OR-AND                         88
flip-flops                           168
-- flip-flops by register name (all words and copies together) (netlist names) --
| signal | count |
|---|---|
| rwptr3 | 5 |
| ex_mem | 128 |
| wrptr3 | 5 |
| rwptr2 | 5 |
| rwptr1 | 5 |
| wptr | 5 |
| wrptr2 | 5 |
| rptr | 5 |
| wrptr1 | 5 |
-- final timing paths --
kind                       slack [ps]                      to                start  cells past startpoint
max                                70                rdata[6]  rptr[0]$_DFFE_PP0P_                      8
min                               290     wrptr1[4]$_DFF_PP0_  rptr[4]$_DFFE_PP0P_                      0
max reg2reg                       850  ex_mem[9][0]$_DFFE_PP_  wptr[2]$_DFFE_PP0P_                      3
min reg2reg                       290     wrptr1[4]$_DFF_PP0_  rptr[4]$_DFFE_PP0P_                      0
max in group clk1                 850  ex_mem[9][0]$_DFFE_PP_  wptr[2]$_DFFE_PP0P_                      3
max in group asynchronous        1600     rptr[3]$_DFFE_PP0P_                 rrst                      2
min in group clk0                 350     rwptr2[1]$_DFF_PP0_  rwptr1[1]$_DFF_PP0_                      0
min in group asynchronous         660     wrptr1[0]$_DFF_PP0_                 wrst                      3
-- layout by cell type, fill, tap and decap left out, types with 6 or more instances in the layout --
cell type	n
sky130_fd_sc_hd__clkbuf_16	22
sky130_fd_sc_hd__nand3_1	13
sky130_fd_sc_hd__buf_4	23
sky130_fd_sc_hd__nor2_1	11
sky130_fd_sc_hd__buf_6	6
sky130_fd_sc_hd__and3_1	15
sky130_fd_sc_hd__a221oi_2	12
sky130_fd_sc_hd__mux2_2	11
sky130_fd_sc_hd__a22oi_1	6
sky130_fd_sc_hd__edfxtp_1	128
sky130_fd_sc_hd__o21ai_0	6
sky130_fd_sc_hd__nand2b_1	6
sky130_fd_sc_hd__a32o_1	8
sky130_fd_sc_hd__dfrtp_1	35
sky130_fd_sc_hd__a22o_1	6
sky130_fd_sc_hd__nand2_1	13
sky130_fd_sc_hd__clkdlybuf4s50_1	19
sky130_fd_sc_hd__inv_1	7
sky130_fd_sc_hd__a222oi_1	6
sky130_fd_sc_hd__xnor2_1	12
-- Yosys cell counts (2+ instances only) --
cell type / n / area, um^2
sky130_fd_sc_hd__edfxtp_1: 128 / 3840
sky130_fd_sc_hd__inv_1: 10 / 37.5
sky130_fd_sc_hd__a221o_1: 5 / 50.1
sky130_fd_sc_hd__mux2_2: 11 / 124
sky130_fd_sc_hd__a211oi_1: 8 / 60.1
sky130_fd_sc_hd__a32o_1: 8 / 80.1
sky130_fd_sc_hd__a22oi_1: 11 / 82.6
sky130_fd_sc_hd__o21ai_1: 2 / 10.0
sky130_fd_sc_hd__nand3_1: 13 / 65.1
sky130_fd_sc_hd__buf_6: 5 / 56.3
sky130_fd_sc_hd__o21ai_0: 12 / 60.1
sky130_fd_sc_hd__nor2_1: 11 / 41.3
sky130_fd_sc_hd__and2_1: 2 / 12.5
sky130_fd_sc_hd__nand2b_1: 6 / 37.5
sky130_fd_sc_hd__xor2_1: 2 / 17.5
sky130_fd_sc_hd__a222oi_1: 6 / 60.1
sky130_fd_sc_hd__nor2b_1: 5 / 31.3
sky130_fd_sc_hd__o22ai_1: 2 / 12.5
sky130_fd_sc_hd__buf_2: 7 / 35.0
sky130_fd_sc_hd__a221oi_1: 14 / 123
sky130_fd_sc_hd__dfrtp_1: 40 / 1000
sky130_fd_sc_hd__xnor2_1: 14 / 123
sky130_fd_sc_hd__a21oi_1: 5 / 25.0
sky130_fd_sc_hd__buf_4: 2 / 15.0
sky130_fd_sc_hd__buf_1: 2 / 7.51
sky130_fd_sc_hd__a22o_1: 6 / 52.6
sky130_fd_sc_hd__nand2_1: 13 / 48.8
sky130_fd_sc_hd__and3_1: 15 / 93.8
sky130_fd_sc_hd__ha_1: 8 / 100
sky130_fd_sc_hd__nor3_1: 2 / 10.0
sky130_fd_sc_hd__o211ai_1: 5 / 37.5
sky130_fd_sc_hd__nor4_1: 2 / 12.5
sky130_fd_sc_hd__clkbuf_1: 6 / 22.5
sky130_fd_sc_hd__mux2i_1: 5 / 50.1
-- metrics by stage --
step / setup WS [ps] / area (um^2) / total power, mW
5_1_grt: -56.5 / 8140 / 9.39
4_1_cts: 1.51 / 7820 / 8.49
3_5_place_dp: 159 / 7050 / 5.77
2_1_floorplan: 623 / 6530 / 4.73
3_3_place_gp: 161 / 7050 / 5.76
6_report: 70.0 / 8140 / 8.94
-- worst reg2reg max path: stages, from the launching register on --
cell	delay (ps)
sky130_fd_sc_hd__dfrtp_1	540
sky130_fd_sc_hd__xor2_1	330
sky130_fd_sc_hd__or2_4	250
sky130_fd_sc_hd__and3_1	550
-- timing repair --
action | 4_1_cts | 5_1_grt
pin swaps | 4 | 13
gates resized | 18 | 54
setup buffers | 4 | 4
endpoints found under the setup margin | 9 | 9
gates cloned | 0 | 2
-- power breakdown --
part           leakage [nW]  switching [mW]  internal [mW]
Clock                 0.340           0.930           1.62
Combinational         0.948            1.62           1.52
Sequential             1.62           0.262           2.98
-- layer usage --
metal / GRT usage / routed length [um] / up-vias
met1: 0.416 / 6310 / 1846
met4: 0.0291 / 97 / 0
met2: 0.338 / 6470 / 150
met3: 0.121 / 1650 / 9
met5: 0 / 0 / -
li1: - / - / 1707
Power and IR drop assume default switching activity.
